===== ./run.sh =====
#!/bin/bash
# OpenROAD 26Q1-2900-gdf79404cd8, Yosys 0.63+post, stock flow scripts
make -C /OpenROAD-flow-scripts/flow DESIGN_CONFIG=/design/flow/config.mk WORK_HOME=/design/flow/orfs finish

===== ./design.v =====
`timescale 1ns / 1ps
module four_by_two_mux(
    input [3:0] data,
    input [1:0] select,
    output reg out
    );
	 always @(data or select)
	 begin
      case (select)
         2'b00 : out <= data[0];
         2'b01 : out <= data[1];
         2'b10 : out <= data[2];
         2'b11 : out <= data[3];
      endcase
	 end
endmodule
`timescale 1ns / 1ps
module sixteen_by_four_mux(
    input [15:0] data,
    input [3:0] select,
    output out
    );
	 wire [3:0] W;
	four_by_two_mux mux0(.data(data[3:0]), .select(select[1:0]), .out(W[0]));
	four_by_two_mux mux1(.data(data[7:4]), .select(select[1:0]), .out(W[1]));
	four_by_two_mux mux2(.data(data[11:8]), .select(select[1:0]), .out(W[2]));
	four_by_two_mux mux3(.data(data[15:12]), .select(select[1:0]), .out(W[3]));
	four_by_two_mux mux4(.data(W[3:0]), .select(select[3:2]), .out(out));
endmodule

===== ./config.mk =====
export PLATFORM = sky130hd
export DESIGN_NAME = sixteen_by_four_mux
export DESIGN_NICKNAME = sixteen_by_four_mux
export VERILOG_FILES = /design/flow/design.v
export SDC_FILE = /design/flow/constraint.sdc
export NUM_CORES = 4
export LEC_CHECK = 1
export CORE_AREA = 10 10 70 70
export DIE_AREA = 0 0 80 80

===== ./constraint.sdc =====
current_design sixteen_by_four_mux

set clk_period 1.7
set clk_io_pct 0.2

create_clock -name clk0 -period $clk_period

set non_clock_inputs [all_inputs -no_clocks]
set_input_delay [expr $clk_period * $clk_io_pct] -clock clk0 $non_clock_inputs
set_output_delay [expr $clk_period * $clk_io_pct] -clock clk0 [all_outputs]

==> summary.txt <==
run results: outcome=finished, final reports clean, wirelength, routed=881 um, final cycle utilization of the critical path=99.8%, fin. max-slew vios=0, clock period minus worst slack=1.70 ns, grt ovf=0, Data arrival, critical path=1.36 ns, Starting DRT DRC Count=10, Post-Syn Instances=18, Core Region=0.00342 mm2, CP startpoint kind=primary input, critical path peak fanout=7, largest net degree at the start of global routing=8, RSZ-0062 raised after global routing=true, initial antenna violation count=1, Hold WC Path Type=primary input to primary output, DP Wirelength=826 um, Ys Warns=1, syn_area_per_cell=9.52 um2, Max VDD drop=0.0276 mV, hold_buf cts=0, area delta synth->final=169%, vias in the first global route=292, Worst path max stage delay=0.33 ns, fmax=590 MHz, Synth cell types=11, hold slack final=1.16 ns, DRT Pass-1 Iters=3, final setup vio count=0, Psw=0.0280 mW, critical path cell sequence=buf_12 > mux2_4 > a221o_1 > o211ai_2 > o211ai_2 > buf_2, Worst setup EP type=primary output, relative slew slack=91.3%, Clk pwr share=0%, Yosys Instances=18, GPL Wtd Cong=0.730, Site Rows=21, dominant logic cell type in the layout=dlygate4sd2_1, CP Class=primary input to primary output, Port Buf Inserts=21, CP Data Required Time=1.36 ns, die area=0.00640 mm2, via/cell ratio=2.74, first-pass GRT wire length=1370 um, Worst-Margin Slew=0.127 ns, Switching Fraction=31.6%, CLK BUF=0, die height=80 um, max-cap violation count=0, Pwr Total=0.0888 mW, Post-DRT Antenna Nets=0, PwrDens=192 mW/mm2, Die X-Extent=80 um, DRC viols=0, Crit path top cell by count=o211ai_2, Synth Seq Share=0%, Core Util at FP=5.02%, Hold Fails Final Rpt=0, slowest CP cell=a221o_1, Boundary Pins=21, leakage power=0.221 nW, synthesized area=171 um2, gr usage total=2.69%, area taken by flip-flops and latches=0 um2, Cell Int Power=0.0607 mW, Post CTS Setup Buffer Count=0, OpenROAD warning count=34, share of power burned in combinational logic=100.0%, WL per Instance=9.79 um, yosys synthesis chip area=171 um2, DR vias=247, Top Layout Cells=dlygate4sd2_1 (7), clkdlybuf4s15_1 (4), buf_2 (4), buf_4 (4), sequential share of power=0%, Flops=0, share of post-route cells with drive strength above 1=44.2%
-- what timing repair did --
| item | 4_1_cts | 5_1_grt |
|---|---|---|
| pin swaps | 4 | 5 |
| hold endpoints to repair | 0 | 0 |
| setup endpoints to repair | 1 | 1 |
| gates resized | 39 | 8 |
-- Yosys cell counts --
cell type / number / area (um2)
o211ai_2: 2 / 25.0
nand2_1: 3 / 11.3
mux2_4: 1 / 15.0
nor2_1: 1 / 3.75
a21oi_1: 2 / 10.0
nor2b_1: 1 / 6.26
inv_1: 1 / 3.75
mux4_2: 2 / 45.0
buf_6: 1 / 11.3
a221o_1: 1 / 10.0
mux2i_1: 3 / 30.0
-- final cells by class --
class | count | area, um2
tap | 46 | 57.6
inverter | 1 | 3.75
fill | 401 | 2950
antenna | 1 | 2.50
timing repair buffer | 26 | 235
multi-input combinational | 16 | 163
-- through the flow --
step                utilization (%)  area [um2]  cells  TNS (ns)  setup slack [ns]
floorplan                         -         171     18         0             0.165
global placement               13.6         465     89    -0.864            -0.864
detailed placement             13.6         465     89    -0.904            -0.904
CTS                            13.0         445     89   -0.0129           -0.0129
global route                   13.5         462     90   -0.0681           -0.0681
finish                         13.5         462     90         0           0.00379
-- worst max-delay path, delay by kind of cell --
| kind | cells | cell delay, ns |
|---|---|---|
| AND-OR/OR-AND | 3 | 0.51 |
| multiplexers | 1 | 0.28 |
| buffers and inverters | 2 | 0.23 |
-- logic make-up (layout without fill, tap and decap cells) --
family / after synthesis / count (layout) / synth area share (%)
mux: 6 / 6 / 52.6
simple gates: 5 / 5 / 12.4
buf+inv: 2 / 27 / 8.76
other cells: 0 / 1 / 0
compound gates: 5 / 5 / 26.3
-- power by group through the flow --
stage                 clock network, mW  registers, mW  logic (mW)
after global routing       0.0000000786              0      0.0984
after CTS                             0              0      0.0894
final                      0.0000000786              0      0.0888
-- worst paths after layout --
check                 startpoint  endpoint  cells past startpoint
worst min-delay path     data[5]       out                      5
worst max-delay path   select[0]       out                      6
-- metal layers --
metal	part of all wire [%]	track usage (%)
met5	0	0
met4	0	0
met3	13	1.48
met2	48	4.57
met1	38	3.06
No activity file was given, so power comes from the tool's default toggle rates.
