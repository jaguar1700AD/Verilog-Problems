==> flow/design.v <==
`timescale 1ns / 1ps
module div(
     input  signed[7:0] dividend,
     input  signed[3:0] divisor,
     output reg signed[7:0] quotient,
     output reg signed[3:0] remainder
    );
	reg signed[7:0] temp_dividend;
	reg signed[3:0] temp_divisor;
	always@(dividend,divisor)
	begin 
		temp_dividend = dividend;
		temp_divisor = divisor;
      quotient = temp_dividend/ temp_divisor;
		remainder = temp_dividend - (quotient *temp_divisor);
        if(remainder <0) 
		  begin
			remainder = remainder + temp_divisor;
			quotient = quotient - 1;
			end
	end
endmodule
==> flow/run.sh <==
#!/bin/bash
# OpenROAD 26Q1-2900-gdf79404cd8, Yosys 0.63+post, stock flow scripts
make -C /OpenROAD-flow-scripts/flow DESIGN_CONFIG=/design/flow/config.mk WORK_HOME=/design/flow/orfs finish
==> flow/config.mk <==
export PLATFORM = sky130hd
export DESIGN_NAME = div
export DESIGN_NICKNAME = div
export VERILOG_FILES = /design/flow/design.v
export SDC_FILE = /design/flow/constraint.sdc
export NUM_CORES = 4
export LEC_CHECK = 1
export CORE_AREA = 10 10 114 114
export DIE_AREA = 0 0 124 124
==> flow/constraint.sdc <==
current_design div

set clk_period 25.9
set clk_io_pct 0.2

create_clock -name clk0 -period $clk_period

set non_clock_inputs [all_inputs -no_clocks]
set_input_delay [expr $clk_period * $clk_io_pct] -clock clk0 $non_clock_inputs
set_output_delay [expr $clk_period * $clk_io_pct] -clock clk0 [all_outputs]
==> PnR_summary.wiki <==
== Metrics ==
{| class="wikitable"
! Metric !! Value
|-
| Cell area after layout || 0.003102 mm²
|-
| Sequential cell count || 0
|-
| Post-synthesis to final-layout area growth || 20.28%
|-
| Floorplan die width || 124 µm
|-
| Number of distinct library cells after synthesis || 61
|-
| Setup Slack @ Placement || 0.7738 ns
|-
| Area after detailed placement || 0.003054 mm²
|-
| Initial Utilization || 24.76%
|-
| Max-Slew Margin vs Limit || 44.85%
|-
| Boundary Pins || 24
|-
| Worst Setup Path Type || primary input to output pin
|-
| Data required time of the critical path || 20.72 ns
|-
| Cell row count || 37
|-
| Wire length reported by the detailed router || 6489 µm
|-
| Fraction of synthesized cell area taken by the top area cell type || 23.29%
|-
| Most numerous cell on the critical path || sky130_fd_sc_hd__ha_1
|-
| Pin count of the biggest net entering global routing || 13
|-
| Slew @ Worst Pin || 0.8214 ns
|-
| Vias per Instance || 4.606
|-
| DR vias || 2372
|-
| Shortest clock period the worst path allows after layout || 24.83 ns
|-
| Fillers || 1116
|-
| Most instantiated library cell after synthesis || sky130_fd_sc_hd__ha_1
|-
| Number of antenna violations at the first check in global routing || 0
|-
| Global-route wire length before repair || 10610 µm
|-
| Remaining antenna violation count after routing || 0
|-
| Synthesized instance count || 337
|-
| Post-route setup slack || 1.074 ns
|-
| Setup crit end kind || output pin
|-
| Vias in the first global route || 2156
|-
| Outcome || completed
|-
| Remaining global-route overflow || 0
|-
| Average wire length per cell after detail routing || 12.60 µm
|-
| Maximum operating frequency || 40.28 MHz
|-
| Die extent in y || 124 µm
|-
| Hold WC Path Type || primary input to output pin
|-
| Post-Route Setup TNS || 0 ns
|-
| Max-cap violation count || 0
|-
| Type of element launching the critical path || primary input
|-
| Final hold violation count || 0
|-
| Number of buffers added to fix hold violations after cts || 0
|-
| Yosys chip area || 0.002579 mm²
|-
| DRT Pass-1 Iters || 4
|-
| Final-layout clock buffer total || 0
|-
| Yosys warnings || 1
|-
| Top cells by area || sky130_fd_sc_hd__ha_1, sky130_fd_sc_hd__xnor2_1, sky130_fd_sc_hd__nor2_1
|-
| Max incr delay on CP || 0.58 ns
|-
| Die footprint || 0.01538 mm²
|-
| RD Place Congestion || 0.8998
|-
| Drc violations || 0
|-
| Flip-flop and latch area || 0 µm²
|-
| Crit path max fanout || 10
|-
| Count of input and output buffers || 24
|-
| Number of cells in the yosys synthesis report || 337
|-
| Share of cells above drive strength 1 || 12.66%
|-
| Most frequent cells after synthesis || sky130_fd_sc_hd__ha_1, sky130_fd_sc_hd__nor2_1, sky130_fd_sc_hd__xnor2_1
|-
| Global-route usage over all layers || 8.360%
|-
| Setup repair after global routing missed its margin || no
|-
| Core Box Area || 0.01042 mm²
|-
| Drt initial violations || 91
|-
| Biggest area consumer among synthesized cells || sky130_fd_sc_hd__ha_1
|-
| DP HPWL || 5454 µm
|-
| Max Slew Vio Count || 0
|-
| Antenna diode instance count || 0
|-
| Setup-violating endpoint count in the final report || 0
|-
| Syn Area/Cell || 7.652 µm²
|-
| Data arrival time of the worst path || 19.65 ns
|-
| Cell area after synthesis || 0.002579 mm²
|-
| Count of warning messages emitted by the tools || 33
|-
| Standard cell with the maximum stage delay on the critical path || sky130_fd_sc_hd__or3_2
|-
| Sequential fraction of the synthesis area || 0%
|-
| Fin crit share || 95.85%
|}
final cells by class:
| cell class | instances | area, µm² | share of cell area (%) |
|---|---|---|---|
| Inverter | 22 | 82.58 | 2.662 |
| Multi-Input combinational cell | 317 | 2486 | 80.15 |
| Tap cell | 136 | 170.2 | 5.486 |
| Timing Repair Buffer | 40 | 362.8 | 11.70 |
cell usage in the layout, fill, tap and decap left out, types with 3 or more instances in the layout:
cell type,Yosys,routed
sky130_fd_sc_hd__mux2i_1,4,4
sky130_fd_sc_hd__and2_1,3,3
sky130_fd_sc_hd__mux2_4,5,5
sky130_fd_sc_hd__inv_1,22,22
sky130_fd_sc_hd__xnor2_1,29,29
sky130_fd_sc_hd__or2_2,3,3
sky130_fd_sc_hd__nand3_1,7,7
sky130_fd_sc_hd__clkdlybuf4s50_1,0,23
sky130_fd_sc_hd__nor2_1,32,32
sky130_fd_sc_hd__conb_1,1,10
sky130_fd_sc_hd__or3_1,3,3
sky130_fd_sc_hd__nor2b_1,7,7
sky130_fd_sc_hd__nand2_1,18,18
sky130_fd_sc_hd__mux2_2,4,4
sky130_fd_sc_hd__a21o_1,6,6
sky130_fd_sc_hd__o21a_1,14,12
sky130_fd_sc_hd__o21ai_0,17,17
sky130_fd_sc_hd__buf_4,1,16
sky130_fd_sc_hd__o31ai_1,6,4
sky130_fd_sc_hd__fa_1,3,3
sky130_fd_sc_hd__ha_1,48,48
sky130_fd_sc_hd__nand2b_1,6,6
sky130_fd_sc_hd__nor3_1,14,14
sky130_fd_sc_hd__a21oi_1,22,22
sky130_fd_sc_hd__o21ai_1,3,3
sky130_fd_sc_hd__xor2_1,12,12
path summary, 6_finish.rpt:
path                  cells after the start         from            to  slack [ns]
worst min-delay path                      4   divisor[1]  remainder[1]       11.46
worst max-delay path                     60  dividend[2]   quotient[7]        1.07
worst max-delay path, delay by kind of cell:
family                     cells  cell delay, ns
muxes                          2            0.65
buffers and inverters          7            1.65
xor gates and xnor gates       2            0.64
adders and majority gates     12            3.63
and+or+nand+nor               15            3.27
AOI/OAI and AO/OA             22            4.61
routing by layer:
| layer | vias up | share of wire [%] | global-route usage, % |
|---|---|---|---|
| met5 | - | 0 | 0 |
| met4 | 0 | 0 | 0 |
| met3 | 0 | 3.4 | 1.010 |
| met2 | 26 | 45 | 13.48 |
| met1 | 1049 | 52 | 12.42 |
| li1 | 1297 | - | - |
per-stage QoR:
step | std cells | util, % | hold WS [ns]
finish | 515 | 29.78 | 11.46
global route | 515 | 29.78 | 11.55
CTS | 512 | 29.32 | 11.69
detailed placement | 512 | 29.32 | 11.68
global placement | 512 | 29.32 | 11.68
floorplan | 346 | - | 10.54
logic make-up (layout without fill, tap and decap cells):
logic type | after synthesis | in the layout | synth area share, %
xor+xnor | 43 | 43 | 15.91
simple gates | 108 | 108 | 21.45
other cells | 1 | 10 | 0.1454
mux | 15 | 15 | 7.084
buf+inv | 29 | 62 | 5.774
compound gates | 90 | 90 | 24.02
fa+ha+maj | 51 | 51 | 25.62
what timing repair did:
item,in CTS,in global routing
endpoints found under the hold margin,0,0
gates resized,0,7
endpoints found under the setup margin,0,12
buffers inserted,0,3
