**design/flow/constraint.sdc**
```tcl
current_design dist_law

set clk_period 13.1
set clk_io_pct 0.2

create_clock -name clk0 -period $clk_period

set non_clock_inputs [all_inputs -no_clocks]
set_input_delay [expr $clk_period * $clk_io_pct] -clock clk0 $non_clock_inputs
set_output_delay [expr $clk_period * $clk_io_pct] -clock clk0 [all_outputs]
```
**design/flow/design.v**
```verilog
`timescale 1ns / 1ps
module booth_multiplier(
	 input signed[3:0] M,
    input signed[3:0] Q,
    output signed[7:0] A
	 );
	reg signed[7:0] A;
	 reg signed[7:0] out;
	 integer n;
	 reg q1, q0;
	 reg signed[3:0] M1;
	 always @(M, Q)
	 begin
	 q1 = Q[0];
	 q0 = 1'd0;
	 out[3:0] = Q;
	 out[7:4] = 4'd0;
	 M1 = -M;
	 for(n = 4; n >= 1; n = n - 1)
	 begin
		if (q1 == 0)
		begin
			if (q0 == 1)
			begin
				out[7:4] = out[7:4] + M;
			end
		end
		if (q1 == 1)
		begin
			if (q0 == 0)
			begin
				out[7:4] = out[7:4] + M1;
			end
		end
		q0 = out[0];
		out = out >> 1;
		out[7] = out[6];
		q1 = out[0];
	 end
	 A = out;
	 end
endmodule
`timescale 1ns / 1ps
module dist_law(
    input signed[3:0] a,
    input signed[3:0] b,
    input signed[3:0] c,
    output signed[7:0] out1,
    output signed[7:0] out2
    );
	 wire [3:0] w1;
	 assign w1 = b + c;
	 booth_multiplier g1(.M(w1), .Q(a), .A(out1));
	 wire [7:0] w21; wire [7:0] w22;
	 booth_multiplier g21(.M(a), .Q(b), .A(w21));
	 booth_multiplier g22(.M(a), .Q(c), .A(w22));
	 assign out2 = w21 + w22;
endmodule
```
**design/flow/run.sh**
```bash
#!/bin/bash
# OpenROAD 26Q1-2900-gdf79404cd8, Yosys 0.63+post, stock flow scripts
make -C /OpenROAD-flow-scripts/flow DESIGN_CONFIG=/design/flow/config.mk WORK_HOME=/design/flow/orfs finish
```
**design/flow/config.mk**
```make
export PLATFORM = sky130hd
export DESIGN_NAME = dist_law
export DESIGN_NICKNAME = dist_law
export VERILOG_FILES = /design/flow/design.v
export SDC_FILE = /design/flow/constraint.sdc
export NUM_CORES = 4
export LEC_CHECK = 1
export CORE_UTILIZATION = 40
```
==> flow_metrics.env <==
# flow metrics
export IMPL_hp_class="in2out"
export IMPL_crit_type="in2out"
export IMPL_final_cells=826
export IMPL_p_per_area_mw_per_mm2=107
export IMPL_fp_dieW_um=99.8
export IMPL_final_core_util=0.637
export IMPL_fill_cells=744
export IMPL_grt_pass1_wl_um=19700
export IMPL_ant_nets=0
export IMPL_cp_data_arrival_time_ns=10.13
export IMPL_portBuffers=28
export IMPL_place_inst=768
export IMPL_yosysChipArea_sq_mm=0.00382
export IMPL_syn_cell_area_sq_mm=0.00382
export IMPL_largest_area_cell="ha_1"
export IMPL_place_congestion=0.934
export IMPL_ctsHoldBuffers=0
export IMPL_die_h_um=99.8
export IMPL_area_delta_synth_final_pct=54.0
export IMPL_drv_cap=0
export IMPL_fp_util=0.414
export IMPL_seqCellArea_sq_um=0
export IMPL_synth_warnings=1
export IMPL_critPathMaxFanout=3
export IMPL_num_io_pins=28
export IMPL_ys_sh_aoi=0.294
export IMPL_gr_total_overflow=0
export IMPL_critPathMostFrequentCell="buf_4"
export IMPL_ys_cells=518
export IMPL_synth_top_area_share=0.206
export IMPL_min_delay_worst_endpoint="out1[5]"
export IMPL_ys_sh_mux=0.0393
export IMPL_vias_per_cell=5.36
export IMPL_hp_start="a[3]"
export IMPL_slew_violations=0
export IMPL_peakVddDrop_v=0.0000924
export IMPL_antenna_found_initial=0
export IMPL_ys_sh_simple=0.168
export IMPL_worst_pin_slew_ns=0.528
export IMPL_chip_area_sq_mm=0.00995
export IMPL_syn_avg_cell_area_sq_um=7.38
export IMPL_grt_use_total=0.248
export IMPL_synth_cell_type_count=72
export IMPL_status="finished, final reports clean"
export IMPL_logic_family="adder cells"
export IMPL_cp_end_kind="primary output"
export IMPL_period_needed_ns=12.75
export IMPL_routedWlPerCell_um=14.9
export IMPL_clock_buffers=0
export IMPL_ys_sh_adder=0.309
export IMPL_vias=4431
export IMPL_cp_required_ns=10.48
export IMPL_leakage_nw=2.94
export IMPL_drt_total_wl_um=12300
export IMPL_whs_path_depth=5
export IMPL_xor_share=0.118
export IMPL_ys_seq_share=0
export IMPL_grt_pass1_vias=4219
export IMPL_slew_headroom=0.645
export IMPL_post_dp_hpwl_um=8830
export IMPL_flops=0
export IMPL_setup_viol=0
export IMPL_drt_pass1_iter_count=4
export IMPL_coreArea_sq_mm=0.00924
export IMPL_period_used=0.973
export IMPL_grt_max_degree=27
export IMPL_critPathMaxStageDelay_ns=0.52
export IMPL_slowest_stage="fa_1"
export IMPL_drc=0
export IMPL_area_leaders="ha_1, fa_1, xnor2_1"
export IMPL_drt_initial_drc_count=134
export IMPL_tns_ns=0
export IMPL_rows=35
export IMPL_start_kind="input port"
export IMPL_fmax_mhz=78.4
export IMPL_hold_viol_final=0
export IMPL_antenna_cells=0
export IMPL_syn_inst=518
export IMPL_tool_warnings=32
export IMPL_final_layout_size_suffix_gt1_frac=0.402
-- worst max-delay path by stage --
stage,startpoint,endpoint,slack [ns],cells past startpoint
6_report,a[1],out2[6],0.35,53
5_1_grt,b[0],out1[7],-0.1,39
4_1_cts,a[0],out2[6],0.0009,40
-- stage by stage --
| step | area [sq um] | setup slack, ns | power (W) | hold slack (ns) |
|---|---|---|---|---|
| finish | 5890 | 0.349 | 0.000629 | 5.94 |
| global route | 5890 | -0.0960 | 0.000693 | 5.98 |
| CTS | 5470 | 0.000920 | 0.000569 | 6.27 |
| detailed placement | 5030 | -0.397 | 0.000518 | 6.38 |
| global placement | 5030 | -0.317 | 0.000513 | 6.38 |
| floorplan | 3830 | 0.0488 | 0.000312 | 5.53 |
-- power by group --
group	internal [W]	switching, W	leakage (nW)
logic	0.000351	0.000278	2.94
clock network	0	0	0
registers	0	0	0
-- per-layer routing --
layer  global-route usage  share of wire  up-vias
li1                     -              -     2224
met1                0.370           0.49     2101
met2                0.402           0.45       94
met3               0.0269          0.044       12
met4               0.0339          0.011        0
met5                    0              0        -
-- worst max-delay path, delay by kind of cell --
kind	cells	cell delay [ns]
AND-OR/OR-AND	7	0.85
XOR/XNOR	4	0.64
adder cells (fa/ha/maj)	5	1.59
buffers and inverters	31	3.90
AND/OR/NAND/NOR	6	0.51
-- layout make-up --
cell class	instances	area, sq um	area share
inverter	40	151	0.0257
multi-input combinational	453	3980	0.675
tap	129	161	0.0274
timing repair buffer	204	1600	0.271
-- cells in the mapped netlist, types with 9 or more instances --
cell / count
inv_1: 37
clkbuf_1: 16
a211oi_1: 10
nor2_1: 44
fa_1: 19
nor3_1: 10
o21ai_0: 26
xor2_1: 11
nand2_1: 41
a21o_1: 27
xnor2_1: 36
mux2i_1: 9
ha_1: 63
a21oi_1: 58
-- cell usage in the layout (no fill, tap or decap), types with 8 or more instances in the layout --
master,n
ha_1,51
o21ai_0,17
xor2_1,9
fa_1,17
nor2_1,41
a21oi_2,20
o21ai_1,8
xnor2_2,8
buf_4,173
a21o_1,27
mux2i_1,8
clkdlybuf4s50_1,16
a21oi_1,38
nand2_1,38
inv_1,34
xnor2_1,28
-- cells by family (layout without fill, tap and decap cells) --
group                    count (synthesis)  count (layout)
AND-OR/OR-AND                          173             173
XOR/XNOR                                49              49
adder cells (fa/ha/maj)                 83              83
buffers and inverters                   65             244
multiplexers                            13              13
AND/OR/NAND/NOR                        135             135
-- repair_timing --
| action | in CTS | in global routing |
|---|---|---|
| setup endpoints to repair | 7 | 8 |
| cloned | 0 | 0 |
| setup buffers | 41 | 17 |
| resized | 44 | 77 |
| pin swaps | 35 | 68 |
Power is estimated from default activity; no workload was simulated.
